--- design.v ---
module auto_counter
(
    input logic [2:0]KEY,
    input logic CLOCK_50,
    output logic [6:0]HEX0,
    output logic [6:0]HEX1,
    output logic [6:0]HEX2,
    output logic [6:0]HEX3
);
    wire [15:0] curr_count;
    wire div_clk;
    flex_counter #(.NUM_CNT_BITS(22)) U0 (.clk(CLOCK_50), .n_rst(KEY[2]), .clear(1'b0), .count_enable(KEY[0]), .rollover_val(22'd2500000), .rollover_flag(div_clk));
    flex_counter #(.NUM_CNT_BITS(13)) U1 (.clk(CLOCK_50), .n_rst(KEY[2]), .clear(~KEY[1]), .count_enable(div_clk), .rollover_val('1), .count_out(curr_count));
    hex_display D0 (.value(curr_count[3:0]), .disp(HEX0));
    hex_display D1 (.value(curr_count[7:4]), .disp(HEX1));
    hex_display D2 (.value(curr_count[11:8]), .disp(HEX2));
    hex_display D3 (.value(curr_count[15:12]), .disp(HEX3));
endmodule
module hex_display
(
    input wire [3:0]value,
    output wire [6:0]disp
);
    logic [15:0][0:6] display;   
    assign display[0] = 7'b1000000;
    assign display[1] = 7'b1111001;
    assign display[2] = 7'b0100100;
    assign display[3] = 7'b0110000;
    assign display[4] = 7'b0011001;
    assign display[5] = 7'b0010010;
    assign display[6] = 7'b0000010;
    assign display[7] = 7'b1111000;
    assign display[8] = 7'b0000000;
    assign display[9] = 7'b0011000;
    assign display[10] = 7'b0001000;
    assign display[11] = 7'b0000011;
    assign display[12] = 7'b1000110;
    assign display[13] = 7'b0100001;
    assign display[14] = 7'b0000110;
    assign display[15] = 7'b0001110;
    assign disp = display[value];
endmodule
module flex_counter
#(
	parameter NUM_CNT_BITS = 4
)
(
	input logic clk,
	input logic n_rst,
	input logic clear,
	input logic count_enable,
	input logic [(NUM_CNT_BITS-1):0] rollover_val,
	output logic [(NUM_CNT_BITS-1):0] count_out,
	output logic rollover_flag
);
	reg [NUM_CNT_BITS-1:0] next_count_out;
	reg next_rollover_flag;
	always_ff @ (posedge clk, negedge n_rst)
	begin
		if(n_rst == 1'b0) begin
			count_out <= 'b0;
			rollover_flag <= 1'b0;
		end else begin
			count_out <= next_count_out;
			rollover_flag <= next_rollover_flag;
		end
	end
	always_comb
	begin
		next_count_out = count_out;
		next_rollover_flag = 1'b0;
		if(clear) begin
			next_count_out = 'b0;
		end else if (count_enable) begin
			next_count_out = count_out + 1;
		end
		if(next_count_out == rollover_val && count_enable) begin
			next_rollover_flag = 1'b1;
		end
		if(count_out == rollover_val && count_enable) begin
			next_count_out = 'd1;
		end
	end
endmodule
--- config.mk ---
export PLATFORM = sky130hd
export DESIGN_NAME = auto_counter
export DESIGN_NICKNAME = auto_counter
export VERILOG_FILES = /design/flow/design.v
export SDC_FILE = /design/flow/constraint.sdc
export NUM_CORES = 4
export LEC_CHECK = 1
export CORE_UTILIZATION = 40
--- constraint.sdc ---
current_design auto_counter

set clk_period 3.1
set clk_io_pct 0.2

create_clock -name clk0 -period $clk_period [get_ports {CLOCK_50}]

set non_clock_inputs [all_inputs -no_clocks]
set_input_delay [expr $clk_period * $clk_io_pct] -clock clk0 $non_clock_inputs
set_output_delay [expr $clk_period * $clk_io_pct] -clock clk0 [all_outputs]
--- run.sh ---
#!/bin/bash
# OpenROAD 26Q1-2900-gdf79404cd8, Yosys 0.63+post, stock flow scripts
make -C /OpenROAD-flow-scripts/flow DESIGN_CONFIG=/design/flow/config.mk WORK_HOME=/design/flow/orfs finish
==> results.sh <==
# implementation run metrics
export IMPL_status="completed"
export IMPL_synth_cells=339
export IMPL_drc=0
export IMPL_maxCapViolations=0
export IMPL_insertedDiodeCount=0
export IMPL_fin_crit_ns=2.858
export IMPL_ff_type="dfrtp_1"
export IMPL_met1_usage_pct=25.53
export IMPL_place_inst=445
export IMPL_critPathCaptureType="output pin"
export IMPL_cts_tree="built"
export IMPL_p_sw_mw=0.3483
export IMPL_p_per_area_nw_per_um2=350.5
export IMPL_rsz0062_at_grt="false"
export IMPL_max_freq_mhz=349.9
export IMPL_edf_count=0
export IMPL_reg2reg_depth=6
export IMPL_die_x_um=86.25
export IMPL_critPathLaunchType="flip-flop"
export IMPL_met3_usage_pct=2.126
export IMPL_core_um2=6832
export IMPL_slew_headroom_pct=57.43
export IMPL_grt_usage_pct=16.83
export IMPL_post_cts_setup_buffers=0
export IMPL_cts_resized=0
export IMPL_yosysTopAreaCell="dfrtp_1"
export IMPL_ys_cells=339
export IMPL_cp_max_fo=7
export IMPL_grt_max_degree=37
export IMPL_netlist_area_leader_share_pct=31.73
export IMPL_ys_top_cells_by_area="dfrtp_1 (32%), ha_1 (7.5%), xnor2_1 (6.2%)"
export IMPL_dieHeight_um=86.25
export IMPL_cts_root_buffer="clkbuf_8"
export IMPL_path_cells="inv_1 -> ha_1 -> nor2_1 -> or3b_2 -> o31ai_1 -> clkdlybuf4s50_1"
export IMPL_grt_busiest_layer="met2"
export IMPL_portBuffers=28
export IMPL_p_leak_nw=1.315
export IMPL_h_tree_depth=2
export IMPL_critPathArrivalTime_ns=2.24
export IMPL_cpMaxStageDelayCell="clkdlybuf4s50_1"
export IMPL_antenna_found_initial=0
export IMPL_setup_viol=0
export IMPL_crit_type="flip-flop to output pin"
export IMPL_pwr_share_comb_pct=15.4
export IMPL_ant_nets=0
export IMPL_clock_latency_ns=0.29
export IMPL_first_pass_iters=5
export IMPL_first_iter_violations=128
export IMPL_num_io_pins=32
export IMPL_cpPeakStageDelay_ns=0.49
export IMPL_yosys_stat_chipArea_um2=2839
export IMPL_tns_ns=0
export IMPL_hp_class="input pin to async pin"
export IMPL_cp_buffers_inverters=2
export IMPL_fp_dieArea_um2=7438
export IMPL_row_count=30
export IMPL_routabilityCongestion=0.8845
export IMPL_netlist_top_cells_count="nor2_1 (41), dfrtp_1 (36), nand2_1 (30), xnor2_1 (20), ha_1 (17)"
export IMPL_yosysWarningCount=3
export IMPL_switching_share_pct=30.58
export IMPL_cts_made_buffers=5
export IMPL_pwr_share_seq_pct=53.3
export IMPL_tightest_slew_ns=0.6385
export IMPL_async_reset_ff_share_pct=100.0
export IMPL_cts_sinks=36
export IMPL_synth_flops=36
export IMPL_grt_pass1_wl_um=10020
export IMPL_initCoreUtil_pct=41.56
export IMPL_skew_ns=0.005384
export IMPL_hold_viol=0
export IMPL_overflow=0
export IMPL_rr_startpoint="U0.count_out[0]$_DFF_PN0_"
export IMPL_area_growth_synth_to_final_pct=14.46
export IMPL_clockPowerShare_pct=31.3
export IMPL_wl_um=5613
export IMPL_num_vias=2322
export IMPL_period_used_pct=92.20
export IMPL_use_met2_pct=27.20
export IMPL_final_max_slew_viol_count=0
export IMPL_wl_per_cell_um=12.42
export IMPL_ir_worst_vdd_uv=306.6
export IMPL_synth_cell_area_um2=2839
export IMPL_clk_pin_slew_ns=0.06
export IMPL_synth_avg_cell_area_um2=8.375
export IMPL_yosysMostFrequentCell="nor2_1"
export IMPL_yosys_stat_seqShare_pct=31.73
export IMPL_crit_family="buffers and inverters"
export IMPL_reg2reg_slack_ns=0.69
export IMPL_critPathRequiredTime_ns=2.48
export IMPL_dp_hpwl_um=4046
export IMPL_via_per_inst=5.137
export IMPL_grt_pass1_vias=2148
export IMPL_synthDistinctLibCells=50
export IMPL_r2r_end="U0.rollover_flag$_DFF_PN0_"
export IMPL_p_int_mw=0.7905
export IMPL_cts_hold_buf=0
export IMPL_layout_drive_gt1_share_pct=8.146
export IMPL_instances_no_fill=452
export IMPL_cts_buffer_depth=2
export IMPL_tool_warnings=38
## sequential cells by signal (all words and copies together) (netlist names)
signal / flops
U1.count_out: 13
U0.count_out: 22
U0.rollover_flag: 1
## metal layers
layer | up-vias | part of all wire, %
li1 | 1195 | -
met1 | 1073 | 49
met2 | 46 | 47
met3 | 8 | 3.0
met4 | 0 | 1.5
met5 | - | 0
## cells by family after synthesis
logic type      synth area share [%]
flops                          31.73
other cells                   0.2645
buf+inv                        6.831
compound gates                 10.62
fa+ha+maj                      7.492
simple gates                   29.93
mux                            3.261
xor+xnor                       9.872
## how the worst max path moves through the flow
stage	from	end	slack (ns)	cells past startpoint
finish	U1.count_out[5]$_DFFE_PN0P_	HEX1[0]	0.24	6
global route	U1.count_out[5]$_DFFE_PN0P_	HEX1[0]	0.06	6
CTS	U1.count_out[5]$_DFFE_PN0P_	HEX1[0]	0.22	6
## metrics by stage
step           setup WS (ns)  power (mW)  hold WS [ns]  cell area (um^2)  util, %
5_1_grt              0.05810       1.213        0.4316              3249    47.56
2_1_floorplan         0.6682      0.7511        0.3244              2843        -
4_1_cts               0.2190       1.155        0.3852              3249    47.56
3_3_place_gp          0.2311      0.7892        0.5533              3153    46.15
3_5_place_dp          0.2024      0.7920        0.5547              3153    46.15
6_report              0.2417       1.139        0.3701              3249    47.56
## placed cells by master, fill, tap and decap left out, types with 3 or more instances in the layout
cell type,count
a21oi_1,15
and2_1,8
buf_4,7
clkbuf_8,7
clkdlybuf4s50_1,27
conb_1,3
dfrtp_1,36
ha_1,17
inv_1,15
mux2i_1,7
nand2_1,30
nand2b_1,7
nand3_1,15
nand3b_1,3
nand4_1,8
nor2_1,41
nor2b_1,3
nor3_1,7
nor4_1,7
o211ai_1,3
o21ai_0,15
o31ai_1,5
or3_1,3
xnor2_1,20
xor2_1,12
## power groups by stage
| stage | Combinational (mW) | Clock, mW | Sequential (mW) |
|---|---|---|---|
| CTS | 0.177 | 0.371 | 0.607 |
| global route | 0.201 | 0.391 | 0.621 |
| finish | 0.175 | 0.357 | 0.607 |
## cell type report
cell class              instances  area, um^2
fillers                       667        3582
multi-input cells             263        1748
flip-flops and latches         36       900.9
repair buffers                 35       327.8
well taps                      96       120.1
clock buffers                   7       96.34
inverters                      15       56.30
Power and IR drop assume default switching activity.
