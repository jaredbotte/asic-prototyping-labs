<file path="design/flow/run.sh">
#!/bin/bash
# OpenROAD 26Q1-2900-gdf79404cd8, Yosys 0.63+post, stock flow scripts
make -C /OpenROAD-flow-scripts/flow DESIGN_CONFIG=/design/flow/config.mk WORK_HOME=/design/flow/orfs finish
</file>
<file path="design/flow/design.v">
module adder_1bit
(
	input wire a,
	input wire b,
	input wire carry_in,
	output wire carry_out,
	output wire sum
);
	assign sum = carry_in ^ (a ^ b);
	assign carry_out = ((~carry_in) & a & b) | (carry_in & (a | b));
endmodule
module adder_8bit
(
	input logic [16:0]SW,
	output logic [8:0]LEDG,
	output logic [16:0]LEDR,
	output logic [6:0]HEX0,
	output logic [6:0]HEX1,
	output logic [6:0]HEX2,
	output logic [6:0]HEX4,
	output logic [6:0]HEX5,
	output logic [6:0]HEX6,
	output logic [6:0]HEX7
);
	adder_nbit #(.BIT_WIDTH(8)) U1 (.a(SW[7:0]), .b(SW[15:8]), .carry_in(SW[16]), .sum(LEDG[7:0]), .overflow(LEDG[8]));
	assign LEDR = SW;
	logic [15:0][0:6] display;  
	assign display[0] = 7'b1000000;
	assign display[1] = 7'b1111001;
	assign display[2] = 7'b0100100;
	assign display[3] = 7'b0110000;
	assign display[4] = 7'b0011001;
	assign display[5] = 7'b0010010;
	assign display[6] = 7'b0000010;
	assign display[7] = 7'b1111000;
	assign display[8] = 7'b0000000;
	assign display[9] = 7'b0011000;
	assign display[10] = 7'b0001000;
	assign display[11] = 7'b0000011;
	assign display[12] = 7'b1000110;
	assign display[13] = 7'b0100001;
	assign display[14] = 7'b0000110;
	assign display[15] = 7'b0001110;
	assign HEX0 = display[LEDG[3:0]];
	assign HEX1 = display[LEDG[7:4]];
	assign HEX2 = display[LEDG[8]];
	assign HEX4 = display[SW[3:0]];
	assign HEX5 = display[SW[7:4]];
	assign HEX6 = display[SW[11:8]];
	assign HEX7 = display[SW[15:12]];
endmodule
module adder_nbit
#(
	parameter BIT_WIDTH = 4
)
(
	input wire [(BIT_WIDTH-1):0] a,
	input wire [(BIT_WIDTH-1):0] b,
	input wire carry_in,
	output wire [(BIT_WIDTH-1):0] sum,
	output wire overflow
);
	wire [BIT_WIDTH:0] interc;
	genvar i;
	assign interc[0] = carry_in;
	generate
	for(i = 0; i < BIT_WIDTH; i = i + 1)
		begin : adder_gen
			adder_1bit IX (.a(a[i]), .b(b[i]), .carry_in(interc[i]), .carry_out(interc[i + 1]), .sum(sum[i]));
		end
	endgenerate
	assign overflow = interc[BIT_WIDTH];
endmodule
</file>
<file path="design/flow/config.mk">
export PLATFORM = sky130hd
export DESIGN_NAME = adder_8bit
export DESIGN_NICKNAME = adder_8bit
export VERILOG_FILES = /design/flow/design.v
export SDC_FILE = /design/flow/constraint.sdc
export NUM_CORES = 4
export LEC_CHECK = 1
export CORE_UTILIZATION = 30
</file>
<file path="design/flow/constraint.sdc">
current_design adder_8bit

set clk_period 4.4
set clk_io_pct 0.2

create_clock -name clk0 -period $clk_period

set non_clock_inputs [all_inputs -no_clocks]
set_input_delay [expr $clk_period * $clk_io_pct] -clock clk0 $non_clock_inputs
set_output_delay [expr $clk_period * $clk_io_pct] -clock clk0 [all_outputs]
</file>
==> flow_results.xml <==
<?xml version="1.0" encoding="UTF-8"?>
<metrics>
  <group name="run_status">
    <metric name="run_status" unit="">finished, violations left</metric>
    <metric name="failed_checks" unit="">setup timing</metric>
  </group>
  <group name="synthesis">
    <metric name="portion_of_synthesized_cell_area_occupied_by_the_leading_cell_type" unit="">0.219</metric>
    <metric name="ys_cells" unit="">248</metric>
    <metric name="synth-warning-count" unit="">0</metric>
    <metric name="proportion_of_synthesized_chip_area_in_sequential_cells" unit="">0</metric>
    <metric name="syn_inst" unit="">248</metric>
    <metric name="largest_area_cell" unit="">sky130_fd_sc_hd__ha_1</metric>
    <metric name="unique_cell_type_count_in_the_yosys_netlist" unit="">27</metric>
    <metric name="synthesized_area_per_cell" unit="sq um">7.37</metric>
    <metric name="most_repeated_cell_in_the_gate_level_netlist_after_synthesis" unit="">sky130_fd_sc_hd__buf_4</metric>
    <metric name="netlist_area_before_placement" unit="sq mm">0.00183</metric>
    <metric name="synth_chip_area" unit="sq mm">0.00183</metric>
    <metric name="synth.top_cells.by_count" unit="">sky130_fd_sc_hd__buf_4 (33), sky130_fd_sc_hd__ha_1 (32), sky130_fd_sc_hd__o21ai_0 (32), sky130_fd_sc_hd__inv_1 (22), sky130_fd_sc_hd__mux2i_1 (20)</metric>
    <metric name="top_cells_by_area" unit="">sky130_fd_sc_hd__ha_1 (22%), sky130_fd_sc_hd__buf_4 (14%), sky130_fd_sc_hd__mux2i_1 (11%)</metric>
  </group>
  <group name="placed_design">
    <metric name="port_buffers" unit="">89</metric>
    <metric name="post-place-cells" unit="">411</metric>
    <metric name="routabilityCongestion" unit="">0.905</metric>
    <metric name="dp_hpwl" unit="microns">3810</metric>
  </group>
  <group name="global_route">
    <metric name="grt_antenna_before_repair" unit="">0</metric>
    <metric name="grt_pass1_wl" unit="microns">7640</metric>
    <metric name="grt_overflow_total" unit="">0</metric>
    <metric name="grt_start_max_net_pins" unit="">15</metric>
    <metric name="first_global_vias" unit="">1773</metric>
    <metric name="grt_usage" unit="">0.145</metric>
  </group>
  <group name="clock_tree">
    <metric name="holdBufCountCts" unit="">0</metric>
  </group>
  <group name="detailed_routing">
    <metric name="antenna_violating_nets_post_route" unit="">0</metric>
    <metric name="num_antenna_cells" unit="">0</metric>
    <metric name="post_drt_wl_per_cell" unit="microns">11.1</metric>
    <metric name="total_wire_length_after_detailed_routing" unit="microns">4650</metric>
    <metric name="vias" unit="">1944</metric>
    <metric name="number_of_violations_reported_at_the_end_of_detailed_routing_iteration_0" unit="">28</metric>
    <metric name="route.detailed.drc" unit="">0</metric>
    <metric name="firstDrtPassIters" unit="">4</metric>
    <metric name="route.detailed.vias_per_inst" unit="">4.65</metric>
  </group>
  <group name="floorplanning">
    <metric name="fp-utilization" unit="">0.310</metric>
    <metric name="placementRows" unit="">28</metric>
    <metric name="die_span_in_y" unit="microns">80.0</metric>
    <metric name="dieWidth" unit="microns">80.0</metric>
    <metric name="die_area" unit="sq mm">0.00641</metric>
    <metric name="placeableCoreArea" unit="sq mm">0.00589</metric>
    <metric name="pin_count" unit="">92</metric>
  </group>
  <group name="sta">
    <metric name="maxSlewViolCount" unit="">0</metric>
    <metric name="setup_ws" unit="ps">-827</metric>
    <metric name="unrepaired_setup_endpoints_after_global_routing" unit="">true</metric>
    <metric name="final_min_period_over_clock_period" unit="">1.19</metric>
    <metric name="final-setup-viol-count" unit="">13</metric>
    <metric name="tns" unit="ps">-6310</metric>
    <metric name="maxClockFrequency" unit="GHz">0.191</metric>
    <metric name="layout_min_cycle_time" unit="ps">5230</metric>
    <metric name="final_hold_viol_count" unit="">0</metric>
  </group>
  <group name="pwr">
    <metric name="power_density" unit="mW/mm^2">174</metric>
    <metric name="p_switching" unit="mW">0.193</metric>
    <metric name="netSwitchingFraction" unit="">0.382</metric>
    <metric name="total_leakage_power" unit="nW">1.38</metric>
    <metric name="vdd.ir_drop.worst" unit="V">0.0000875</metric>
    <metric name="p_int" unit="mW">0.312</metric>
    <metric name="comb_power_share" unit="">1.000</metric>
    <metric name="share_clk_of_total_power" unit="">0</metric>
    <metric name="power_frac_seq" unit="">0</metric>
  </group>
  <group name="critical_path">
    <metric name="timing.critical_path.cells" unit="">buf_8, fa_2, inv_2, fa_2, fa_2, fa_2, inv_2, fa_2, inv_2, fa_2, fa_2, inv_2, fa_2, buf_6, or3_1, o21ai_1, buf_2</metric>
    <metric name="worst_path_most_repeated_cell" unit="">sky130_fd_sc_hd__fa_2</metric>
    <metric name="end_kind" unit="">output port</metric>
    <metric name="cp.arrival" unit="ps">4350</metric>
    <metric name="timing_worst_setup_path_type" unit="">input port to output port</metric>
    <metric name="cp_max_fo" unit="">5</metric>
    <metric name="cp_slowest_stage_delay" unit="ps">480</metric>
    <metric name="start_kind" unit="">input port</metric>
    <metric name="cp_slowest_cell" unit="">sky130_fd_sc_hd__fa_2</metric>
    <metric name="crit_required" unit="ps">3520</metric>
    <metric name="timing.critical_path.from" unit="">SW[0]</metric>
  </group>
  <group name="final_layout">
    <metric name="drive_gt1_frac" unit="">0.268</metric>
    <metric name="regArea" unit="sq um">0</metric>
    <metric name="clk_buf_instances" unit="">0</metric>
    <metric name="layoutNonFillerInstCount" unit="">418</metric>
    <metric name="area_growth_syn_to_layout" unit="%">59.2</metric>
    <metric name="flops" unit="">0</metric>
  </group>
  <group name="min_path">
    <metric name="hold_path.startpoint" unit="">SW[16]</metric>
    <metric name="holdCritPathClass" unit="">input port to output port</metric>
  </group>
  <group name="flow_run">
    <metric name="log.warning_count" unit="">61</metric>
    <metric name="cap_viol_max_count" unit="">0</metric>
  </group>
</metrics>
[metrics by stage]
| stage | hold WS [ps] | power, mW | worst slack, ps | area [sq um] | util |
|---|---|---|---|---|---|
| 6_report | 2240 | 0.505 | -827 | 2910 | 0.494 |
| 5_1_grt | 2270 | 0.565 | -969 | 2910 | 0.494 |
| 4_1_cts | 2250 | 0.504 | -999 | 2900 | 0.493 |
| 3_5_place_dp | 2630 | 0.485 | -1640 | 2840 | 0.483 |
| 3_3_place_gp | 2630 | 0.485 | -1570 | 2840 | 0.483 |
| 2_1_floorplan | 1790 | 0.231 | -515 | 1860 | - |
[critical path, delay by kind of cell]
kind / cells / cell delay (ps)
buf+inv: 7 / 540
compound gates: 1 / 100
simple gates: 1 / 310
fa+ha+maj: 8 / 2530
[power by group through the flow]
stage | Clock (mW) | Sequential, mW | Combinational (mW)
6_report | 0 | 0 | 0.505
5_1_grt | 0 | 0 | 0.565
4_1_cts | 0 | 0 | 0.504
[final timing paths]
check,endpoint,slack (ps),depth (start not counted)
worst max-delay path,HEX1[4],-830,17
worst min-delay path,LEDR[16],2240,2
[logic make-up after synthesis]
logic type / Yosys count / synth area share
buf+inv: 69 / 0.215
mux: 20 / 0.110
fa+ha+maj: 40 / 0.307
compound gates: 60 / 0.202
other cells: 2 / 0.00411
simple gates: 57 / 0.162
[per-layer routing]
layer | vias to the layer above | track usage | wire (microns)
li1 | 1001 | - | -
met2 | 69 | 0.257 | 2210
met4 | 0 | 0.0107 | 14
met5 | - | 0 | 0
met1 | 872 | 0.197 | 2140
met3 | 2 | 0.0151 | 289
[cells in the final DEF, fill, tap and decap left out, types with 3 or more instances in the layout]
cell type and instances:
sky130_fd_sc_hd__nand3_1 9, sky130_fd_sc_hd__o21ai_1 6, sky130_fd_sc_hd__nor2_1 14, sky130_fd_sc_hd__a32o_1 4, sky130_fd_sc_hd__ha_1 32, sky130_fd_sc_hd__a21oi_1 5
sky130_fd_sc_hd__nand2b_1 10, sky130_fd_sc_hd__inv_2 13, sky130_fd_sc_hd__buf_6 14, sky130_fd_sc_hd__mux2i_1 20, sky130_fd_sc_hd__clkdlybuf4s50_1 69, sky130_fd_sc_hd__buf_2 12
sky130_fd_sc_hd__o21ai_0 26, sky130_fd_sc_hd__a22o_1 3, sky130_fd_sc_hd__conb_1 3, sky130_fd_sc_hd__or3_1 9, sky130_fd_sc_hd__o211ai_1 7, sky130_fd_sc_hd__a31oi_1 3
sky130_fd_sc_hd__fa_2 8, sky130_fd_sc_hd__buf_4 35, sky130_fd_sc_hd__inv_1 15, sky130_fd_sc_hd__o31ai_1 3, sky130_fd_sc_hd__nand2_1 4, sky130_fd_sc_hd__or2_1 3
[layout make-up]
class	instances	area (sq um)
fillers	560	2980
inverters	28	105
multi-input cells	180	1480
well taps	75	93.8
repair buffers	135	1230
[timing repair]
item | in CTS | in global routing
endpoints found under the setup margin | 24 | 15
resized | 90 | 9
buffers inserted | 7 | 0
pin swaps | 18 | 13
Power figures rest on the tool's default switching activity, not on a simulated workload.
